`config.mk`:
```
export PLATFORM = sky130hd
export DESIGN_NAME = modular_reduction
export DESIGN_NICKNAME = modular_reduction
export VERILOG_FILES = /design/flow/design.v
export SDC_FILE = /design/flow/constraint.sdc
export NUM_CORES = 4
export LEC_CHECK = 1
export CORE_UTILIZATION = 40
```
`constraint.sdc`:
```
current_design modular_reduction

set clk_period 13.7
set clk_io_pct 0.2

create_clock -name clk0 -period $clk_period [get_ports {clk}]

set non_clock_inputs [all_inputs -no_clocks]
set_input_delay [expr $clk_period * $clk_io_pct] -clock clk0 $non_clock_inputs
set_output_delay [expr $clk_period * $clk_io_pct] -clock clk0 [all_outputs]
```
`design.v`:
```
module modular_reduction #(
    parameter DATA_WIDTH = 48,   
    parameter Q_WIDTH    = 23    
) (
    input  wire clk,
    input  wire rst_n,
    input  wire start,
    output reg  done,
    input  wire [DATA_WIDTH-1:0] data_in,
    output reg  [Q_WIDTH-1:0]    data_out
);
  localparam [22:0] Q = 23'd8380417;   
  localparam [5:0] K = 6'd24;   
  localparam IDLE = 2'b00;
  localparam COMPUTE = 2'b01;
  localparam FINISH = 2'b10;
  reg [1:0] state;
  reg [1:0] cycle_count;
  reg [DATA_WIDTH-1:0] x_reg;
  reg [47:0] temp1;   
  reg [47:0] temp2;   
  reg [47:0] result;
  function [47:0] mul_mu;
    input [23:0] x;  
    begin
      mul_mu = (x << 25) + (x << 15) + (x << 4) + (x << 3) + (x << 2);
    end
  endfunction
  function [47:0] mul_q;
    input [23:0] x;
    begin
      mul_q = (x << 23) - (x << 13) + x;
    end
  endfunction
  always @(posedge clk or negedge rst_n) begin
    if (!rst_n) begin
      state <= IDLE;
      cycle_count <= 0;
      done <= 0;
      data_out <= 0;
      x_reg <= 0;
      temp1 <= 0;
      temp2 <= 0;
      result <= 0;
    end else begin
      case (state)
        IDLE: begin
          done <= 0;
          cycle_count <= 0;
          if (start) begin
            x_reg <= data_in;
            state <= COMPUTE;
          end
        end
        COMPUTE: begin
          case (cycle_count)
            2'b00: begin
              temp1 <= mul_mu(x_reg >> K);
              cycle_count <= 2'b01;
            end
            2'b01: begin
              temp2 <= mul_q(temp1 >> K);
              cycle_count <= 2'b10;
            end
            2'b10: begin
              result <= x_reg - temp2;
              cycle_count <= 2'b11;
            end
            2'b11: begin
              if (result >= Q) begin
                result <= result - Q;
              end else begin
                data_out <= result;
                state <= FINISH;
              end
            end
          endcase
        end
        FINISH: begin
          done  <= 1;
          state <= IDLE;
        end
      endcase
    end
  end
endmodule
```
`run.sh`:
```
#!/bin/bash
# OpenROAD 26Q1-2900-gdf79404cd8, Yosys 0.63+post, stock flow scripts
make -C /OpenROAD-flow-scripts/flow DESIGN_CONFIG=/design/flow/config.mk WORK_HOME=/design/flow/orfs finish
```
==> summary.txt <==
Update from the flow run.

The number of cells in Yosys stat is slightly below 2k. The logic depth of the worst path, buffers included is 17. After synthesis, flip-flops and latches occupy 29.1% of the total area. Per the synth log, the flip-flop and latch total comes to just under 200. Clock tree synthesis found a total of between 150 and 200 sinks. Before placement the cells fill 40.7% of the core. Grouping stages by cell kind, the critical path spends the most delay in AND-OR/OR-AND gates. The maximum level of the CTS H-tree is 4. After legalization and detailed placement, the total HPWL measured around 38000 um.

For this run, the top clock speed supported by timing is 0.206 GHz. The final RePlAce weighted congestion is ~0.95. The worst setup path is captured at a register.

The DRC violations left is 0. The cell with the largest stage delay on the worst path is dfrtp_1. Total global-route track usage over all layers is around a quarter. Dividing the final minimum period by the clock period gives 35.5%.

Of all cell types, the one taking the most synthesized area is dfrtp_1. The critical path endpoint has a required time of ~14 ns. The signal on the critical path passes through inv_1 > fa_1 > inv_1 > fa_1 > ha_1 > ha_1 > nand2_1 > o21ai_0 > a2111oi_0 > a21oi_1 > nand2_1 > o211ai_1 > a21oi_1 > o21ai_1 > nand3_1 > xnor2_1 > o21ai_0. Counting the warning lines in the Yosys log gives 1. In this run the worst path has a maximum fanout of 8. In this run the cell area of the synthesized design comes to between 15000 and 20000 um^2.

For this run, asynchronously set or reset flops after synthesis account for 100%. The first global-routing pass estimated roughly 76000 um of wire. The report gives the cell count of the worst hold path as 1. The floorplan step defined a die boundary enclosing about 44000 um^2. The final timing report lists a max-slew violation count of 0. Synthesis produced 1926 cells. The via count of the first global-routing pass is about 13k. The met1 routing resource usage after global routing is about a third. Post-CTS repair ended up resizing 0 cells.

The type of the worst setup path is reg -> reg. Measured along the x axis, the die boundary spans around 210 um. The residual overflow from global routing is 0. According to the report, the first pass of detailed routing completed in 5 iterations.

The count of buffers added by post-CTS timing repair for setup is 0. The data arrival time reported for the critical path is 5.18 ns. Per the cell usage report, the commonest logic cells after layout are 222 x ha_1, 197 x dfrtp_1, 184 x o21ai_0.

Entering global routing, the biggest net connects around 80 pins. Among logic cells in the layout, the one with the most instances is ha_1. Each instance of the synthesized netlist takes up on average about 8.9 um^2. The number of logged tool warnings is 28.

The floorplan step defined a core boundary enclosing approximately 42000 um^2. Per the finish-stage timing summary, setup violations number 0. The number of fillers in the final layout is 3979.

The clock latency on the worst-skew pair is 0.46 ns. The total wire length after detailed routing is slightly below 50000 um. The detail-routed via count per cell is 5.57.

The power density normalized to cell area is 173 nW/um^2. Note that the worst hold path type here is reg -> reg. The CTS tree is yes. The number of placed cells counting well taps is roughly 2.5k.

Per the detail_route report, the via count comes to roughly 14k. The register clock-pin slew on the reported worst setup and hold paths is 0.08 ns. The most common flop cell mapped by yosys is dfrtp_1. The number of max-cap violations is 0.

The violation tally recorded at the end of detailed-routing iteration 0 is 1012. The count of different cell masters after synthesis is between 70 and 80. Once detail routing completed, the nets flagged for antenna violations numbered 0.

OpenSTA, run right after detailed placement, puts the worst setup slack at between 8 and 9 ns. The run finished with clean final reports. The main area contributors are dfrtp_1 29%, ha_1 16%, o21ai_0 5.4%. Global routing consumed, on the met3 layer, under 10% of the routing resources. Setup repair after global routing left no endpoint under its margin. Logic depth along the worst register-to-register path is recorded as 17. The number of enable-type register cells in the synthesized netlist is 0.

The met2 track demand over resource in global routing is between 30% and 40%. The number of antenna violations at the first check in global routing is 1. The transition time recorded at the tightest slew-check pin is around 0.8 ns. The worst setup skew after layout is between 0.01 and 0.015 ns. The buffer and inverter count on the worst path is 2. Hold repair after CTS inserted 0 buffers.

The average detailed-routed wire length per instance is around 19 um. Yosys reports a chip area of 17100 um^2. The leakage power of the design is roughly 9.0 nW.

The share of synthesized area in the top cell type comes to roughly 29%. Buffers inserted during clock tree synthesis total 17. The floorplan report gives the top-level pin count as 75. The CTS root buffer is clkbuf_16. The layout-stage area growth over the synthesis result is 10.8%.

The count of standard-cell rows is around 75. The busiest layer in global routing is met2. The maximum buffer depth of the clock tree is 2.

The count of buffers from port buffering is roughly 74. The minimum clock period after layout is just under 5 ns. The share of layout cells above drive strength 1 is roughly 7.5%. The accumulated negative setup slack is 0 ns. Per STA, the highest per-stage delay on the worst path measures around 0.55 ns. The max-slew headroom at the worst pin is between 40% and 50%. Leaving out filler cells and counting taps, the final layout contains between 2k and 3k.

The antenna cell count is 0. In the final report, the number of hold violations comes to 0. The worst voltage drop across the vdd grid is between 0.00008 and 0.00009 V. The slack of the critical path is approximately 9 ns. According to the floorplan report, the die height is 209 um.

The startpoint type of the worst setup path is a register.
## final timing paths
kind / startpoint / endpoint / slack (ns)
setup / recovery: x_reg[42]$_DFFE_PN0P_ / temp1[47]$_DFFE_PN0P_ / 8.84
hold / removal: state[1]$_DFF_PN0_ / done$_DFFE_PN0P_ / 0.45
setup reg to reg: x_reg[42]$_DFFE_PN0P_ / temp1[47]$_DFFE_PN0P_ / 8.84
hold reg to reg: state[1]$_DFF_PN0_ / done$_DFFE_PN0P_ / 0.45
max in group asynchronous: rst_n / temp1[43]$_DFFE_PN0P_ / 9.75
min in group asynchronous: rst_n / data_out[20]$_DFFE_PN0P_ / 2.20
## kinds of logic (layout without fill, tap and decap cells)
kind of cell	Yosys count	count (layout)	share of synthesized area, %
xor gates and xnor gates	103	103	5.27
DFF	199	199	29.1
adders and majority gates	261	261	20.8
AOI/OAI and AO/OA	564	564	20.1
buffers and inverters	216	271	4.89
muxes	80	80	5.22
and+or+nand+nor	503	503	14.6
## cell type report
cell class | count | area (um^2) | share of cell area, %
inverter | 154 | 578 | 3.05
multi-input combinational | 1511 | 11300 | 59.7
clock inverter | 14 | 154 | 0.811
clock buffer | 18 | 439 | 2.31
tap | 539 | 674 | 3.55
timing repair buffer | 85 | 827 | 4.36
sequential | 199 | 4980 | 26.3
## report_power, final
part,switching [W],internal (W),total [W]
Clock,0.000262,0.000250,0.000512
Combinational,0.00110,0.000744,0.00184
Sequential,0.000189,0.000740,0.000929
Total,0.00155,0.00173,0.00328
## metrics by stage
step                      cell area (um^2)  hold WS (ns)  power (W)  utilization, %
after CTS                            19000         0.455    0.00329            45.1
after global routing                 19000         0.454    0.00355            45.1
after floorplan                      17100         0.422    0.00221               -
after global placement               18400         0.429    0.00275            43.7
after detailed placement             18400         0.442    0.00276            43.7
final                                19000         0.451    0.00328            45.1
## per-layer routing
| layer | vias up | share of wire, % |
|---|---|---|
| met5 | - | 0.027 |
| met4 | 2 | 2.2 |
| met2 | 339 | 47 |
| li1 | 7013 | - |
| met1 | 6637 | 46 |
| met3 | 45 | 5.5 |
## synthesized netlist by cell type, types with 6 or more instances
| cell type | instances |
|---|---|
| or3_1 | 8 |
| a221oi_1 | 16 |
| or2_2 | 6 |
| xor2_1 | 40 |
| fa_1 | 39 |
| inv_1 | 153 |
| and2_1 | 20 |
| mux2i_1 | 6 |
| nand2_1 | 173 |
| nand2b_1 | 10 |
| a21boi_0 | 7 |
| o31ai_1 | 12 |
| a211oi_1 | 13 |
| ha_1 | 222 |
| o21ai_0 | 184 |
| nor3_1 | 32 |
| and4_1 | 6 |
| nor2_1 | 83 |
| o221ai_1 | 6 |
| and3_1 | 22 |
| mux2_2 | 74 |
| o211ai_1 | 8 |
| nand3_1 | 70 |
| dfrtp_1 | 197 |
| o21a_1 | 19 |
| a31oi_1 | 10 |
| nand4_1 | 19 |
| o21bai_1 | 17 |
| xnor2_1 | 63 |
| a21o_1 | 60 |
| clkbuf_1 | 43 |
| nor2b_1 | 13 |
| o22ai_1 | 13 |
| nor3b_1 | 12 |
| buf_2 | 15 |
| nor4_1 | 7 |
| a21oi_1 | 160 |
Power is estimated from default activity; no workload was simulated.
